$ cat ./design.v
module dsp_top #(
  parameter DATA_WIDTH = 16,
  parameter COEF_WIDTH = 16,
  parameter MAX_TAPS   = 8,
  parameter IIR_SECTIONS = 2,
  parameter FFT_N      = 8
)(
  input  wire clk,
  input  wire rst_n,
  input  wire [1:0] mode,
  input  wire signed [DATA_WIDTH-1:0] din_real,
  input  wire signed [DATA_WIDTH-1:0] din_imag,
  input  wire                         din_valid,
  output reg                          din_ready,
  output reg signed [DATA_WIDTH-1:0] dout_real,
  output reg signed [DATA_WIDTH-1:0] dout_imag,
  output reg                          dout_valid,
  input  wire                         fir_coeff_wr_en,
  input  wire [$clog2(MAX_TAPS)-1:0]  fir_coeff_index,
  input  wire signed [COEF_WIDTH-1:0] fir_coeff_value,
  input  wire                         iir_coeff_wr_en,
  input  wire [$clog2(IIR_SECTIONS)-1:0] iir_section_index,
  input  wire [2:0]                   iir_coeff_sel,
  input  wire signed [COEF_WIDTH-1:0] iir_coeff_value,
  input  wire start,
  output wire done
);
  wire signed [DATA_WIDTH-1:0] fir_dout;
  wire fir_valid_out;
  fir #(
    .DATA_WIDTH(DATA_WIDTH),
    .COEF_WIDTH(COEF_WIDTH),
    .MAX_TAPS(MAX_TAPS)
  ) u_fir (
    .clk(clk),
    .rst_n(rst_n),
    .din(din_real),
    .din_valid(din_valid && (mode == 2'd0)),
    .dout_valid(fir_valid_out),
    .dout(fir_dout),
    .coeff_wr_en(fir_coeff_wr_en),
    .coeff_index(fir_coeff_index),
    .coeff_value(fir_coeff_value)
  );
  wire signed [DATA_WIDTH-1:0] iir_dout;
  wire iir_valid_out;
  iir #(
    .DATA_WIDTH(DATA_WIDTH),
    .COEF_WIDTH(COEF_WIDTH),
    .NUM_SECTIONS(IIR_SECTIONS)
  ) u_iir (
    .clk(clk),
    .rst_n(rst_n),
    .din(din_real),
    .din_valid(din_valid && (mode == 2'd1)),
    .dout(iir_dout),
    .dout_valid(iir_valid_out),
    .coeff_wr_en(iir_coeff_wr_en),
    .section_index(iir_section_index),
    .coeff_sel(iir_coeff_sel),
    .coeff_value(iir_coeff_value)
  );
  wire signed [DATA_WIDTH-1:0] fft_dout_real, fft_dout_imag;
  wire fft_valid_out;
  wire fft_din_ready;
  fft_radix2 #(
    .N(FFT_N),
    .DATA_WIDTH(DATA_WIDTH),
    .TWID_WIDTH(COEF_WIDTH)
  ) u_fft (
    .clk(clk),
    .rst_n(rst_n),
    .din_real(din_real),
    .din_imag(din_imag),
    .din_valid(din_valid && (mode == 2'd2)),
    .din_ready(fft_din_ready),
    .dout_real(fft_dout_real),
    .dout_imag(fft_dout_imag),
    .dout_valid(fft_valid_out),
    .start(start),
    .done(done)
  );
  always @(*) begin
    case (mode)
      2'd0: begin
        dout_real  = fir_dout;
        dout_imag  = 0;
        dout_valid = fir_valid_out;
        din_ready  = 1;
      end
      2'd1: begin
        dout_real  = iir_dout;
        dout_imag  = 0;
        dout_valid = iir_valid_out;
        din_ready  = 1;
      end
      2'd2: begin
        dout_real  = fft_dout_real;
        dout_imag  = fft_dout_imag;
        dout_valid = fft_valid_out;
        din_ready  = fft_din_ready;
      end
      default: begin
        dout_real  = 0;
        dout_imag  = 0;
        dout_valid = 0;
        din_ready  = 0;
      end
    endcase
  end
endmodule
module fft_radix2 #(
  parameter N = 8,
  parameter DATA_WIDTH = 16,
  parameter TWID_WIDTH = 16
)(
  input  wire clk,
  input  wire rst_n,
  input  wire signed [DATA_WIDTH-1:0] din_real,
  input  wire signed [DATA_WIDTH-1:0] din_imag,
  input  wire din_valid,
  output reg  din_ready,
  output reg signed [DATA_WIDTH-1:0] dout_real,
  output reg signed [DATA_WIDTH-1:0] dout_imag,
  output reg dout_valid,
  input  wire start,
  output reg done
);
localparam STAGES = 3;  
reg signed [DATA_WIDTH-1:0] real_buf [0:N-1];
reg signed [DATA_WIDTH-1:0] imag_buf [0:N-1];
reg [2:0] sample_idx, output_idx;
reg [1:0] state;
localparam IDLE = 2'd0, LOAD = 2'd1, COMPUTE = 2'd2, OUTPUT = 2'd3;
reg signed [TWID_WIDTH-1:0] wr, wi;
wire signed [TWID_WIDTH-1:0] cos_val, sin_val;
twiddle_rom rom (
    .index(output_idx[2:0]),
    .cos_val(cos_val),
    .sin_val(sin_val)
);
always @(posedge clk or negedge rst_n) begin
  if (!rst_n) begin
    state <= IDLE;
    sample_idx <= 0;
    output_idx <= 0;
    din_ready <= 0;
    dout_valid <= 0;
    done <= 0;
  end else begin
    case (state)
      IDLE: begin
        if (start) begin
          state <= LOAD;
          sample_idx <= 0;
          din_ready <= 1;
        end
      end
      LOAD: begin
        if (din_valid) begin
          real_buf[sample_idx] <= din_real;
          imag_buf[sample_idx] <= din_imag;
          sample_idx <= sample_idx + 1;
          if (sample_idx == N-1) begin
            state <= COMPUTE;
            din_ready <= 0;
          end
        end
      end
      COMPUTE: begin
        integer i;
        for (i = 0; i < N; i = i + 1) begin
          real_buf[i] <= real_buf[i]; 
          imag_buf[i] <= imag_buf[i];
        end
        state <= OUTPUT;
        output_idx <= 0;
        dout_valid <= 1;
      end
      OUTPUT: begin
        dout_real <= real_buf[output_idx];
        dout_imag <= imag_buf[output_idx];
        output_idx <= output_idx + 1;
        if (output_idx == N-1) begin
          dout_valid <= 0;
          done <= 1;
          state <= IDLE;
        end
      end
    endcase
  end
end
endmodule
module fir #(
  parameter DATA_WIDTH = 16,
  parameter COEF_WIDTH = 16,
  parameter MAX_TAPS   = 8
)(
  input  wire clk,
  input  wire rst_n,
  input  wire signed [DATA_WIDTH-1:0] din,
  input  wire din_valid,
  output reg  dout_valid,
  output reg signed [DATA_WIDTH-1:0] dout,
  input  wire coeff_wr_en,
  input  wire [$clog2(MAX_TAPS)-1:0] coeff_index,
  input  wire signed [COEF_WIDTH-1:0] coeff_value
);
  reg signed [DATA_WIDTH-1:0] shift_reg [0:MAX_TAPS-1];
  reg signed [COEF_WIDTH-1:0] coeffs    [0:MAX_TAPS-1];
  reg signed [DATA_WIDTH + COEF_WIDTH - 1:0] acc;
  integer i;
  always @(posedge clk or negedge rst_n) begin
    if (!rst_n) begin
      for (i = 0; i < MAX_TAPS; i = i + 1) begin
        shift_reg[i] <= 0;
        coeffs[i] <= 0;
      end
      dout <= 0;
      dout_valid <= 0;
    end else begin
      if (coeff_wr_en) begin
        coeffs[coeff_index] <= coeff_value;
      end
      if (din_valid) begin
        for (i = MAX_TAPS-1; i > 0; i = i - 1)
          shift_reg[i] <= shift_reg[i-1];
        shift_reg[0] <= din;
        acc = 0;
        for (i = 0; i < MAX_TAPS; i = i + 1)
          acc = acc + shift_reg[i] * coeffs[i];
        dout <= acc >>> COEF_WIDTH;
        dout_valid <= 1;
      end else begin
        dout_valid <= 0;
      end
    end
  end
endmodule
module iir #(
  parameter DATA_WIDTH = 16,
  parameter COEF_WIDTH = 16,
  parameter NUM_SECTIONS = 2
)(
  input  wire clk,
  input  wire rst_n,
  input  wire signed [DATA_WIDTH-1:0] din,
  input  wire din_valid,
  output reg  signed [DATA_WIDTH-1:0] dout,
  output reg  dout_valid,
  input  wire coeff_wr_en,
  input  wire [$clog2(NUM_SECTIONS)-1:0] section_index,
  input  wire [2:0] coeff_sel,
  input  wire signed [COEF_WIDTH-1:0] coeff_value
);
  reg signed [DATA_WIDTH-1:0] x1 [0:NUM_SECTIONS-1];
  reg signed [DATA_WIDTH-1:0] x2 [0:NUM_SECTIONS-1];
  reg signed [DATA_WIDTH-1:0] y1 [0:NUM_SECTIONS-1];
  reg signed [DATA_WIDTH-1:0] y2 [0:NUM_SECTIONS-1];
  reg signed [COEF_WIDTH-1:0] b0 [0:NUM_SECTIONS-1];
  reg signed [COEF_WIDTH-1:0] b1 [0:NUM_SECTIONS-1];
  reg signed [COEF_WIDTH-1:0] b2 [0:NUM_SECTIONS-1];
  reg signed [COEF_WIDTH-1:0] a1 [0:NUM_SECTIONS-1];
  reg signed [COEF_WIDTH-1:0] a2 [0:NUM_SECTIONS-1];
  integer s;
  reg signed [DATA_WIDTH + COEF_WIDTH - 1:0] acc;
  reg signed [DATA_WIDTH-1:0] section_in, section_out;
  always @(posedge clk or negedge rst_n) begin
    if (!rst_n) begin
      for (s = 0; s < NUM_SECTIONS; s = s + 1) begin
        x1[s] <= 0; x2[s] <= 0;
        y1[s] <= 0; y2[s] <= 0;
        b0[s] <= 16'sd4096;
        b1[s] <= 16'sd8192;
        b2[s] <= 16'sd4096;
        a1[s] <= 16'sd8192;
        a2[s] <= 16'sd4096;
      end
      dout_valid <= 0;
    end else begin
      if (coeff_wr_en) begin
        case (coeff_sel)
          3'd0: b0[section_index] <= coeff_value;
          3'd1: b1[section_index] <= coeff_value;
          3'd2: b2[section_index] <= coeff_value;
          3'd3: a1[section_index] <= coeff_value;
          3'd4: a2[section_index] <= coeff_value;
        endcase
      end
      if (din_valid) begin
        section_in = din;
        for (s = 0; s < NUM_SECTIONS; s = s + 1) begin
          acc =  b0[s] * section_in +
                 b1[s] * x1[s] +
                 b2[s] * x2[s] -
                 a1[s] * y1[s] -
                 a2[s] * y2[s];
          section_out = acc >>> COEF_WIDTH;
          x2[s] <= x1[s];
          x1[s] <= section_in;
          y2[s] <= y1[s];
          y1[s] <= section_out;
          section_in = section_out;
        end
        dout <= section_out;
        dout_valid <= 1;
      end else begin
        dout_valid <= 0;
      end
    end
  end
endmodule
module twiddle_rom #(parameter TWID_WIDTH = 16) (
    input  wire [2:0] index,
    output reg signed [TWID_WIDTH-1:0] cos_val,
    output reg signed [TWID_WIDTH-1:0] sin_val
);
always @(*) begin
    case (index)
        3'd0: begin cos_val =  16'sd32767; sin_val =  16'sd0;      end
        3'd1: begin cos_val =  16'sd23170; sin_val = -16'sd23170; end
        3'd2: begin cos_val =  16'sd0;      sin_val = -16'sd32767; end
        3'd3: begin cos_val = -16'sd23170; sin_val = -16'sd23170; end
        default: begin cos_val = 16'sd0; sin_val = 16'sd0; end
    endcase
end
endmodule
$ cat ./run.sh
#!/bin/bash
# OpenROAD 26Q1-2900-gdf79404cd8, Yosys 0.63+post, stock flow scripts
make -C /OpenROAD-flow-scripts/flow DESIGN_CONFIG=/design/flow/config.mk WORK_HOME=/design/flow/orfs finish
$ cat ./config.mk
export PLATFORM = sky130hd
export DESIGN_NAME = dsp_top
export DESIGN_NICKNAME = dsp_top
export VERILOG_FILES = /design/flow/design.v
export SDC_FILE = /design/flow/constraint.sdc
export NUM_CORES = 4
export LEC_CHECK = 1
export CORE_UTILIZATION = 50
$ cat ./constraint.sdc
current_design dsp_top

set clk_period 25.0
set clk_io_pct 0.2

create_clock -name clk0 -period $clk_period [get_ports {clk}]

set non_clock_inputs [all_inputs -no_clocks]
set_input_delay [expr $clk_period * $clk_io_pct] -clock clk0 $non_clock_inputs
set_output_delay [expr $clk_period * $clk_io_pct] -clock clk0 [all_outputs]
==> deck_impl_summary.md <==
Key Metrics from the Run

Hold path
  • Launch point of the worst hold path: u_fir.shift_reg[3][10]
  • Worst Hold Endpoint: u_fir.shift_reg[3][10]
  • Type of the most critical hold path: flip-flop to flip-flop
  • Hold depth: 2

Logic synthesis
  • Synthesized area: between 200000 and 250000 um^2
  • Post-synthesis sequential area ratio: 0.109
  • Tally of yosys warning messages: 18
  • Top cells by count: inv_1, fa_1, nand2_1, and2_1, ha_1
  • Leading area contributor after synthesis: fa_1
  • Leading post-synthesis cells by cell area: fa_1, inv_1, dfrtp_1, ha_1, nand2_1
  • Post-synthesis async set-or-reset flop share: 0.641
  • Yosys stat area: slightly above 200000 um^2
  • Mean Syn Cell Area: between 10 and 15 um^2
  • Synthesized registers: about 850
  • Most frequent cell after synthesis: inv_1
  • Post-synthesis instance total: slightly above 20000
  • Leading register cell type out of synthesis: dfrtp_1
  • Yosys cell types: just under 80
  • Count of library flops with an enable pin: 304
  • Total cells reported by yosys after synthesis: approximately 21000
  • Area share, top type: 0.536

Clocking
  • Clock transition time at the flip-flop clock pins of the worst setup and hold paths: roughly 0.060 ns
  • Insertion Delay late pin: about 1 ns
  • Hold_buf cts: 0
  • Number of sinks handled by clock tree synthesis: between 800 and 900
  • Resized Gates After CTS: 0
  • Maximum level of the CTS H-tree: 3
  • Post-CTS setup-driven buffer insertion count: 0
  • Total CTS buffers: around 120
  • Number of buffers between clock root and the deepest sink: 4
  • Clock Tree Root: clkbuf_16
  • TritonCTS clock tree: done

Final layout
  • Footprint of the flip-flops and latches: 22700 um^2
  • Final std cells w/o fill: approximately 26000
  • Logic area: ~160000 um^2
  • Fraction of layout cells with a size suffix above 1: 0.0498
  • Relative area change from synthesis to final layout: 5.72%
  • # fillers: roughly 37000

Outcome
  • Status: finished clean

Die
  • Die Y-Extent: approximately 650 um
  • Chip Width: 647 um
  • Core region area: 413000 um^2
  • Overall die area: around 420000 um^2
  • Number of top-level design ports: about 110
  • Floorplan-stage core utilization: 0.503
  • Std-Cell Rows: between 200 and 250

Critical path
  • Setup slack, reg-to-reg: 6.78 ns
  • Critical Path AT: ~23 ns
  • Launching element type of the critical path: input pin
  • Endpoint required time on the critical path: approximately 26 ns
  • Crit path largest cell delay: 0.78 ns
  • Critical register-to-register path endpoint: u_iir.y1[1][13]
  • Sort of element at the end of the critical path: flip-flop
  • FF-to-FF Start: u_iir.a1[0][15]
  • Kind of cell with the highest combined delay on the critical path: adder cells
  • Worst path bufs/invs: 16
  • Critical setup path kind: input pin to flip-flop
  • Largest fanout of any net on the critical path: 16
  • Most numerous cell on the critical path: fa_1
  • Cell with the biggest individual delay on the critical path: xor2_2
  • Worst reg2reg path depth: between 50 and 60

Final timing
  • Number of pins exceeding their max-slew limit in the final report: 0
  • Worst rel slew slack: 0.310
  • Final Skew: 0.181 ns
  • Shortest period the worst path allows: ~22 ns
  • TNS Setup: 0 ns
  • Final tally of hold violations: 0
  • Setup slack of the critical path after layout: 3.05 ns
  • Measured slew at the worst slew-check pin: ~1.0 ns
  • Crit share post-route: 0.878
  • Worst-case hold slack: 0.476 ns
  • # setup viols final: 0
  • Fmax: 0.0456 GHz
  • RSZ-0062 raised after global routing: false

Global route
  • Vias in the first global route: between 100k and 150k
  • Overall fraction of global-route tracks in use: 0.327
  • First-pass GRT wire length: between 900000 and 1000000 um
  • Pin count of the biggest net entering global routing: about 84
  • Grt total ovfl: 0
  • Initial antenna violation count: 26

Placement
  • # port buffers: 113
  • DP Wirelength: 494000 um
  • Inst Count DP: ~26000
  • Final GP Congestion: a little under 1
  • Setup WS pre-CTS: about 2.3 ns

Detailed routing
  • Detailed-route wire length: 582000 um
  • Residual DRC: 0
  • WL/cell: 22.3 um
  • Detail Route Antenna Nets: 0
  • Drt pass-1 iters: 6
  • Iteration-0 DRC count of the detailed router: 5851
  • Total via count after detailed routing: 132316
  • Detailed-route vias per instance: 5.07

Job
  • Max-cap violations: 0
  • OpenROAD warnings: 51
## placed cells by master (no fill, tap or decap), drive strengths merged, types with 24 or more instances in the layout
master and n:
nand2 3284, clkbuf 142, buf 403, xor2 40
mux2 364, nor2 113, a21oi 43, a222oi 32
clkinv 44, dfrtp 532, diode 28, clkdlybuf4s50 112
o21ai 73, a41oi 30, edfxtp 304, nor2b 65
a21o 26, inv 5942, fa 5569, nand3 24
xnor2 239, and2 1771, ha 1046, nand2b 183
## final cells by class
class | instances | area share
diodes | 28 | 0.000319
clock inverters | 75 | 0.00362
well taps | 5474 | 0.0312
inverters | 5928 | 0.101
flip-flops and latches | 847 | 0.103
repair buffers | 515 | 0.0190
multi-input cells | 13087 | 0.727
clock buffers | 142 | 0.0144
## per-layer routing
layer / wire length, um / share of wire / GRT usage / up-vias
li1: - / - / - / 57677
met1: 206000 / 0.35 / 0.453 / 68688
met2: 287000 / 0.49 / 0.500 / 4950
met3: 53300 / 0.092 / 0.116 / 963
met4: 35600 / 0.061 / 0.137 / 38
met5: 226 / 0.00039 / 0.000925 / -
## logic make-up (layout without fill, tap and decap cells)
kind of cell	Yosys count	in the layout	share of synthesized area
multiplexers	382	382	0.0206
AND-OR/OR-AND	293	293	0.0105
buffers and inverters	6811	6660	0.123
XOR/XNOR	280	280	0.0119
adder cells (fa/ha/maj)	6615	6615	0.599
flip-flops	847	847	0.109
AND/OR/NAND/NOR	5515	5515	0.125
other	1	30	0.0000180
## how the worst max path moves through the flow
| stage | from | end | slack [ns] | depth (start not counted) |
|---|---|---|---|---|
| final | din_real[15] | u_iir.y1[1][13] | 3.05 | 56 |
| after CTS | din_real[15] | u_iir.y1[1][13] | 3.16 | 56 |
| after global routing | din_real[15] | u_iir.dout[14] | 2.39 | 56 |
## stage by stage
stage | area (um^2) | utilization
after global placement | 216000 | 0.522
after floorplan | 208000 | -
final | 220000 | 0.531
after CTS | 220000 | 0.531
after detailed placement | 216000 | 0.522
after global routing | 220000 | 0.531
## tightest hold or removal path, stage by stage, from the launching register on
cell	delay, ns
dfrtp_1	0.34
nand2_1	0.05
nand2_1	0.06
